**design/flow/config.mk**
```make
export PLATFORM = sky130hd
export DESIGN_NAME = top
export DESIGN_NICKNAME = top
export VERILOG_FILES = /design/flow/design.v
export SDC_FILE = /design/flow/constraint.sdc
export NUM_CORES = 4
export LEC_CHECK = 1
export CORE_UTILIZATION = 40
```
**design/flow/constraint.sdc**
```tcl
current_design top

set clk_period 36.9
set clk_io_pct 0.2

create_clock -name clk0 -period $clk_period [get_ports {clk}]

set non_clock_inputs [all_inputs -no_clocks]
set_input_delay [expr $clk_period * $clk_io_pct] -clock clk0 $non_clock_inputs
set_output_delay [expr $clk_period * $clk_io_pct] -clock clk0 [all_outputs]
```
**design/flow/design.v**
```verilog
module seven_seg(
    input clk,
    input [15:0] addr,  
    input [15:0] data,  
    output reg [3:0] D0_AN, output reg [7:0] D0_SEG,
    output reg [3:0] D1_AN, output reg [7:0] D1_SEG
);
    reg [18:0] counter = 0;
    always @(posedge clk) counter <= counter + 1;
    wire [1:0] sel = counter[18:17]; 
    reg [3:0] hex0, hex1;
    always @(*) begin
        D0_AN = 4'b1111; D1_AN = 4'b1111;
        D0_AN[sel] = 0;  D1_AN[sel] = 0;
        case(sel)
            0: begin hex0 = addr[3:0];   hex1 = data[3:0];   end
            1: begin hex0 = addr[7:4];   hex1 = data[7:4];   end
            2: begin hex0 = addr[11:8];  hex1 = data[11:8];  end
            3: begin hex0 = addr[15:12]; hex1 = data[15:12]; end
        endcase
    end
    function [7:0] decode(input [3:0] h);
        case(h)
            4'h0: decode = 8'hC0; 4'h1: decode = 8'hF9; 4'h2: decode = 8'hA4; 4'h3: decode = 8'hB0;
            4'h4: decode = 8'h99; 4'h5: decode = 8'h92; 4'h6: decode = 8'h82; 4'h7: decode = 8'hF8;
            4'h8: decode = 8'h80; 4'h9: decode = 8'h90; 4'hA: decode = 8'h88; 4'hB: decode = 8'h83;
            4'hC: decode = 8'hC6; 4'hD: decode = 8'hA1; 4'hE: decode = 8'h86; 4'hF: decode = 8'h8E;
            default: decode = 8'hFF;
        endcase
    endfunction
    always @(*) begin
        D0_SEG = decode(hex0);
        D1_SEG = decode(hex1);
    end
endmodule
module top(
    input clk,
    input UART_rxd,
    output UART_txd,
    output [3:0] D0_AN,   
    output [7:0] D0_SEG,  
    output [3:0] D1_AN,   
    output [7:0] D1_SEG,
    output led
);
    wire [7:0] rx_data;
    wire rx_done;
    reg [7:0] tx_data_reg;
    reg tx_start_reg;
    wire tx_busy;
    reg [9:0] registers [0:255];
    reg [3:0] state = 0;
    reg [3:0] return_state = 0;
    localparam IDLE=0, GET_ADDR1=1, GET_ADDR2=2, GET_DATA1=3, GET_DATA2=4, 
               EXECUTE=5, TX_D=6, TX_SPACE=7, TX_HEX1=8, TX_HEX2=9, TX_NL=10, WAIT_UART=11;
    reg [7:0] addr_reg = 8'h00; 
    reg [7:0] val_display = 8'h00; 
    reg [7:0] data_reg = 8'h00;
    reg [1:0] case_flags = 2'b00;  
    reg [1:0] stored_cases = 2'b00;  
    reg mode_write;
    reg [25:0] blink_timer = 0;
    always @(posedge clk) begin
        if (state == EXECUTE && mode_write) blink_timer <= 60_000_000;
        else if (blink_timer > 0) blink_timer <= blink_timer - 1;
    end
    assign led = (blink_timer > 45_000_000) || (blink_timer > 15_000_000 && blink_timer <= 30_000_000);
    function [3:0] to_hex(input [7:0] ascii);
        if (ascii >= "0" && ascii <= "9") to_hex = ascii[3:0];
        else if (ascii >= "A" && ascii <= "F") to_hex = ascii - 8'h37;
        else if (ascii >= "a" && ascii <= "f") to_hex = ascii - 8'h57;
        else to_hex = 0;
    endfunction
    function [7:0] to_ascii(input [3:0] hex, input is_upper);
        if (hex < 10) to_ascii = {4'h3, hex};
        else to_ascii = is_upper ? (hex + 8'h37) : (hex + 8'h57);
    endfunction
    always @(posedge clk) begin
        tx_start_reg <= 0;
        if (rx_done && (rx_data == "W" || rx_data == "w" || rx_data == "R" || rx_data == "r")) begin
            mode_write <= (rx_data == "W" || rx_data == "w");
            addr_reg <= 8'h00; val_display <= 8'h00; 
            state <= GET_ADDR1;
        end 
        else begin
            case (state)
                IDLE: ;
                GET_ADDR1: if (rx_done && rx_data != 8'h20) begin addr_reg[7:4] <= to_hex(rx_data); state <= GET_ADDR2; end
                GET_ADDR2: if (rx_done && rx_data != 8'h20) begin addr_reg[3:0] <= to_hex(rx_data); state <= mode_write ? GET_DATA1 : EXECUTE; end
                GET_DATA1: if (rx_done && rx_data != 8'h20) begin 
                    data_reg[7:4] <= to_hex(rx_data); 
                    val_display[7:4] <= to_hex(rx_data);
                    case_flags[1] <= (rx_data >= "A" && rx_data <= "F");  
                    state <= GET_DATA2; 
                end
                GET_DATA2: if (rx_done && rx_data != 8'h20) begin 
                    data_reg[3:0] <= to_hex(rx_data); 
                    val_display[3:0] <= to_hex(rx_data);
                    case_flags[0] <= (rx_data >= "A" && rx_data <= "F");  
                    state <= EXECUTE; 
                end
                EXECUTE: begin
                    if (mode_write) begin
                        registers[addr_reg] <= {case_flags, data_reg};  
                        state <= IDLE;
                    end else begin
                        {stored_cases, val_display} <= registers[addr_reg];  
                        state <= TX_D;
                    end
                end
                TX_D:     begin tx_data_reg <= "D"; tx_start_reg <= 1; state <= WAIT_UART; return_state <= TX_SPACE; end
                TX_SPACE: begin tx_data_reg <= " "; tx_start_reg <= 1; state <= WAIT_UART; return_state <= TX_HEX1;  end
                TX_HEX1:  begin tx_data_reg <= to_ascii(val_display[7:4], stored_cases[1]); tx_start_reg <= 1; state <= WAIT_UART; return_state <= TX_HEX2; end
                TX_HEX2:  begin tx_data_reg <= to_ascii(val_display[3:0], stored_cases[0]); tx_start_reg <= 1; state <= WAIT_UART; return_state <= TX_NL;   end
                TX_NL:    begin tx_data_reg <= 8'h0A; tx_start_reg <= 1; state <= WAIT_UART; return_state <= IDLE; end
                WAIT_UART: if (!tx_busy && !tx_start_reg) state <= return_state;
            endcase
        end
    end
    uart_rx receiver (.clk(clk), .rx(UART_rxd), .data_out(rx_data), .rx_done(rx_done));
    uart_tx transmitter (.clk(clk), .tx_data(tx_data_reg), .tx_start(tx_start_reg), .tx(UART_txd), .tx_busy(tx_busy));
    seven_seg display_mod (.clk(clk), .addr(addr_reg), .data(val_display), .D0_AN(D0_AN), .D0_SEG(D0_SEG), .D1_AN(D1_AN), .D1_SEG(D1_SEG));
endmodule
module uart_rx #(parameter CLK_FREQ = 100_000_000, parameter BAUD_RATE = 9600) (
    input clk,
    input rx,
    output reg [7:0] data_out,
    output reg rx_done
);
    localparam WAIT_COUNT = CLK_FREQ / BAUD_RATE;
    reg [31:0] count = 0;
    reg [3:0] bit_idx = 0;
    reg [1:0] state = 0;
    always @(posedge clk) begin
        rx_done <= 0;
        case (state)
            0: begin  
                count <= 0;
                bit_idx <= 0;
                if (rx == 0) state <= 1;
            end
            1: begin  
                if (count == WAIT_COUNT / 2) begin
                    count <= 0;
                    state <= 2;
                end else count <= count + 1;
            end
            2: begin  
                if (count == WAIT_COUNT) begin
                    count <= 0;
                    data_out[bit_idx] <= rx;
                    if (bit_idx == 7) state <= 3;
                    else bit_idx <= bit_idx + 1;
                end else count <= count + 1;
            end
            3: begin  
                if (count == WAIT_COUNT) begin
                    rx_done <= 1;
                    state <= 0;
                end else count <= count + 1;
            end
        endcase
    end
endmodule
module uart_tx #(parameter CLK_FREQ = 100_000_000, parameter BAUD_RATE = 9600) (
    input clk,
    input [7:0] tx_data,
    input tx_start,
    output tx,
    output tx_busy
);
    localparam WAIT_COUNT = CLK_FREQ / BAUD_RATE;
    reg [31:0] count = 0;
    reg [3:0] bit_idx = 0;
    reg [1:0] state = 0;
    reg [7:0] buffer;
    reg tx_reg = 1;
    assign tx = tx_reg;
    assign tx_busy = (state != 0) || tx_start;
    always @(posedge clk) begin
        case (state)
            0: begin
                tx_reg <= 1;
                if (tx_start) begin
                    buffer <= tx_data;
                    state <= 1;
                    count <= 0;
                end
            end
            1: begin  
                tx_reg <= 0;
                if (count >= WAIT_COUNT-1) begin count <= 0; state <= 2; bit_idx <= 0; end
                else count <= count + 1;
            end
            2: begin  
                tx_reg <= buffer[bit_idx];
                if (count >= WAIT_COUNT-1) begin
                    count <= 0;
                    if (bit_idx == 7) state <= 3;
                    else bit_idx <= bit_idx + 1;
                end else count <= count + 1;
            end
            3: begin  
                tx_reg <= 1;
                if (count >= WAIT_COUNT-1) state <= 0;
                else count <= count + 1;
            end
        endcase
    end
endmodule
```
**design/flow/run.sh**
```bash
#!/bin/bash
# OpenROAD 26Q1-2900-gdf79404cd8, Yosys 0.63+post, stock flow scripts
make -C /OpenROAD-flow-scripts/flow DESIGN_CONFIG=/design/flow/config.mk WORK_HOME=/design/flow/orfs finish
```
==> GITHUB_STEP_SUMMARY <==
## Synthesis and layout report

| Metric | Value |
|---|---|
| Status | `finished, final reports clean` |
| CP max stage cell | `dfxtp_1` |
| GP Congestion | `0.910` |
| First-pass DRT Iterations | `6` |
| WS Path Type | `reg2out` |
| Pwr Density | `50.5 nW/um^2` |
| GRT overflow | `0` |
| Total Power | `6.27 mW` |
| Synth Area per Inst | `19.6 um^2` |
| Ys flops | `2,743` |
| Post-Syn Area | `109,000 um^2` |
| Clock transition at path regs | `0.06 ns` |
| Placed insts | `9,268` |
| Total Wirelength | `280 mm` |
| CP Capture Type | `output port` |
| DP Worst Slack | `26.90 ns` |
| Yosys Warn Count | `6` |
| Top_reg_cell synth | `edfxtp_1` |
| Row count | `191` |
| Final cell count without fillers | `9,769` |
| CP endpoint | `D0_SEG[3]` |
| Regs by FF count | `registers: 2560 flops, receiver.count: 32 flops, transmitter.count: 32 flops` |
| First-pass GRT wire length | `407 mm` |
| Max reg flops | `2,560` |
| Pin count of the biggest net entering global routing | `154` |
| Worst Max-Slew Pin Slew | `1.17 ns` |
| Most flops, register | `registers` |
| DR iter-0 viols | `3,661` |
| Pins over their slew limit | `0` |
| Vias in the first global route | `59,200` |
| Crit-path max FO | `14` |
| Leak | `36.1 nW` |
| Sink Count | `2,743` |
| Routed vias | `55,400` |
| RR Startpoint | `addr_reg[1]` |
| Residual DRC | `0` |
| Most frequent cells in the layout | `edfxtp_1, mux4_2, nor2_1` |
| TritonCTS Buffers | `297` |
| DP Area | `115,000 um^2` |
| Layout cell share with drive strength beyond 1 | `24.4%` |
| Critical Path RT | `29.52 ns` |
| Worst vdd ir | `0.0000452 V` |
| Area delta synth->final | `14.3%` |
| PortBufs | `25` |
| Post-synthesis chip area from yosys | `109,000 um^2` |
| DR vias/cell | `5.67` |
| Cells on worst reg2reg path | `12` |
| Initial antenna violation count | `8` |
| CTS H-tree lvls | `5` |
| Hold WS | `0.417 ns` |
| Finished layout cell area | `124,000 um^2` |
| GRT Max-Usage Layer | `met2` |
| Final setup violation count | `0` |
| Clk buf depth | `4` |
| Seq share, synth | `75.2%` |
| Ports | `28` |
| Distinct lib cells used | `82` |
| Gr usage total | `22.8%` |
| Cells after Synth | `5,544` |
| Fin crit period | `10.95 ns` |
| DIE WIDTH | `523 um` |
| Cts repair resizes | `0` |
| Core Util at FP | `40.2%` |
| Relative slew margins | `21.6%` |
| Grt met2 use | `32.7%` |
| RSZ-0062 raised after global routing | `false` |
| Reg-to-reg slack, setup | `30.23 ns` |
| Die Y-Extent | `523 um` |
| Setup TNS | `0 ns` |
| Die area | `274,000 um^2` |
| Max cap viols | `0` |
| Post-route antenna net violation count | `0` |
| Clock Latency Late Sink | `0.94 ns` |
| Asr flop ratio synth | `0%` |
| Core Util, Final | `45.9%` |
| Setup bufs post-CTS | `0` |
| Final setup margin | `25.95 ns` |
| Max Fclk | `91.3 MHz` |
| Commonest Layout Cell | `edfxtp_1` |
| Routing usage on met1 | `27.9%` |
| Met3 Use GR | `17.2%` |
| Crit-path max cell delay | `0.76 ns` |
| Worst path cell trace | `mux2i_1 -> nor2_1 -> inv_1 -> ha_1 -> nand2_1 -> o21ai_0 -> a21boi_0 -> clkdlybuf4s50_1` |
| # hold bufs at CTS | `0` |
| R2r endpoint | `val_display[4]` |
| HP Class | `reg2reg` |
| Core Box Area | `271,000 um^2` |
| Tool warnings | `71` |
| CP arrival | `3.57 ns` |
| Final worst-path cycle share | `29.7%` |
| Critical Path Source Type | `flip-flop` |
| Hpwl dp | `174 mm` |
| Ys cells | `5,544` |
| CP Launch Point | `display_mod.counter[17]` |
| Worst clock skew | `0.0536 ns` |
| EDFF count, synth | `2,675` |
| Routed len/inst | `28.7 um` |
| Hold Vio Cnt, Final | `0` |
| Clock tree root buffer cell | `clkbuf_16` |
| CTS tree | `built` |
[worst max-delay path, delay by kind of cell, from the launching register on]
| family | cells | cell delay (ns) |
|---|---|---|
| flops | 1 | 0.76 |
| mux | 1 | 0.20 |
| compound gates | 2 | 0.29 |
| fa+ha+maj | 1 | 0.32 |
| buf+inv | 2 | 0.65 |
| simple gates | 2 | 0.41 |
[metal layers]
layer	share of wire (%)	vias to the layer above
li1	-	23700
met1	33	27900
met2	46	3293
met3	17	477
met4	3.5	20
met5	0.28	-
[how the worst min path moves through the flow]
stage                  start                     to  depth (start not counted)
finish        tx_data_reg[3]  transmitter.buffer[3]                          0
global route  tx_data_reg[3]  transmitter.buffer[3]                          0
CTS           tx_data_reg[3]  transmitter.buffer[3]                          0
[final cells by class]
type	count	area, um^2
Sequential cell	2743	81700
Clock inverter	118	1000
Clock buffer	380	7860
Antenna cell	3	7.51
Fill cell	22100	146000
Inverter	47	181
Multi-Input combinational cell	2445	25300
Tap cell	3570	4470
Timing Repair Buffer	463	3640
[power breakdown]
part	leakage, nW	total (mW)	switching [mW]	internal (mW)
logic	8.89	0.0885	0.0548	0.0336
clock network	4.33	2.76	1.15	1.60
registers	22.9	3.43	0.0257	3.40
[cell usage after synthesis, types with 16 or more instances]
| cell type | instances | area (um^2) |
|---|---|---|
| o21ai_0 | 72 | 360 |
| and2_1 | 18 | 113 |
| a221oi_1 | 38 | 333 |
| buf_4 | 29 | 218 |
| xor2_1 | 53 | 464 |
| or2_2 | 16 | 100 |
| nand4_1 | 33 | 206 |
| o22ai_1 | 27 | 169 |
| a21oi_1 | 84 | 420 |
| a22o_1 | 52 | 455 |
| ha_1 | 40 | 500 |
| clkbuf_1 | 128 | 480 |
| nor2b_1 | 23 | 144 |
| dfxtp_1 | 68 | 1360 |
| mux2i_1 | 133 | 1330 |
| nand2_1 | 197 | 739 |
| nor2_1 | 451 | 1690 |
| inv_1 | 44 | 165 |
| nor4_1 | 29 | 181 |
| mux2_2 | 27 | 304 |
| a22oi_1 | 126 | 946 |
| mux4_2 | 619 | 13900 |
| nand3_1 | 87 | 435 |
| xnor2_1 | 53 | 464 |
| a31oi_1 | 22 | 138 |
| buf_6 | 16 | 180 |
| buf_2 | 109 | 546 |
| and3_1 | 28 | 175 |
| nand2b_1 | 20 | 125 |
| o221ai_1 | 19 | 166 |
| buf_1 | 26 | 97.6 |
| edfxtp_1 | 2675 | 80300 |
| nor3_1 | 34 | 170 |
[cell families after synthesis]
| group | count (synthesis) | share of synthesized area (%) |
|---|---|---|
| other cells | 1 | 0.00345 |
| buf+inv | 357 | 1.60 |
| simple gates | 997 | 4.21 |
| fa+ha+maj | 41 | 0.470 |
| flops | 2743 | 75.2 |
| xor+xnor | 106 | 0.854 |
| compound gates | 520 | 3.38 |
| mux | 779 | 14.3 |
Power figures rest on the tool's default switching activity, not on a simulated workload.
